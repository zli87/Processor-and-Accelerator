[flow/config.mk]
export PLATFORM = sky130hd
export DESIGN_NAME = MyDesign
export DESIGN_NICKNAME = MyDesign
export VERILOG_FILES = /design/flow/design.v
export SDC_FILE = /design/flow/constraint.sdc
export NUM_CORES = 4
export LEC_CHECK = 1
export CORE_UTILIZATION = 30
[flow/constraint.sdc]
current_design MyDesign

set clk_period 3.2
set clk_io_pct 0.2

create_clock -name clk0 -period $clk_period [get_ports {clk}]

set non_clock_inputs [all_inputs -no_clocks]
set_input_delay [expr $clk_period * $clk_io_pct] -clock clk0 $non_clock_inputs
set_output_delay [expr $clk_period * $clk_io_pct] -clock clk0 [all_outputs]
[flow/design.v]
module MyDesign (
          dut_run             ,
          dut_busy            ,
          reset_b             ,
          clk                 ,
          dut_sram_write_address  ,
          dut_sram_write_data     ,
          dut_sram_write_enable   ,
          dut_sram_read_address   ,
          sram_dut_read_data      ,
          dut_wmem_read_address    ,
          wmem_dut_read_data
);
input                 dut_run;
output  reg              dut_busy;
input                 reset_b;
input                 clk;
output   reg [11:0]       dut_sram_write_address;
output   reg [15:0]       dut_sram_write_data;
output   reg             dut_sram_write_enable;
output   reg [11:0]       dut_sram_read_address;
input    [15:0]       sram_dut_read_data;
output   reg [11:0]       dut_wmem_read_address;
input    [15:0]       wmem_dut_read_data;
localparam  KERNEL_SIZE = 3;
localparam    S_IDLE = 3'b001;
localparam    S_FILL = 3'b010;
localparam    S_OUT = 3'b100;
reg [2:0] state_n;
reg [2:0] state_c;
reg [15:0] row0;
reg [15:0] row1;
reg [15:0] row2;
reg [9-1:0] weight;
reg [1:0] cnt_fill;
reg [1:0] dim;  
reg [4:0] cnt_r;
reg [4:0] cnt_w;
reg flag_w;
wire flag_w_n ;
reg flag_last;
wire flag_last_n;
reg flag_r;
wire flag_r_n;
wire [1:0] read_offset;
wire [14-1:0] wdata;
wire [16-1:0] dut_sram_write_data_n;
wire [6-1:0] dut_sram_read_address_n;
always@(posedge clk or negedge reset_b)begin
    if(!reset_b)
        state_c<= 0;
    else
        state_c <= state_n;
end
always@(*) begin
    case(state_c)
        S_IDLE: if( dut_run ) state_n <= S_FILL;
                else state_n <= S_IDLE;
        S_FILL: if( &cnt_fill ) state_n <= S_OUT;  
                else state_n <= S_FILL;
        S_OUT:  if( flag_last ) state_n <= S_IDLE;
                else if( flag_w ) state_n <= S_FILL;
                else    state_n <= S_OUT;
        default: state_n <= S_IDLE;
    endcase
end
assign flag_last_n = ( flag_w_n )? (&row2[7:0]) : 1'b0;  
always @ (posedge clk) begin
        flag_last <= flag_last_n;
end
always @ (posedge clk or negedge reset_b) begin
    if(!reset_b)
        cnt_fill <=0;
    else if( flag_w_n )
        cnt_fill <= 2'd3;
    else if(  state_c[1] )
        cnt_fill <= cnt_fill + 1;
    else if(!dut_busy)
        cnt_fill <= 0;
end
always @ (posedge clk or negedge reset_b) begin
    if(!reset_b)
        dut_wmem_read_address <= 12'd1;
    else
        dut_wmem_read_address <= 12'd1;
end
always @ (posedge clk or negedge reset_b) begin
    if(!reset_b)
        weight <= 0;
    else
        weight <= wmem_dut_read_data[8:0];
end
assign flag_r_n  = (dim[1])? (cnt_r==5'd15)  
              : (dim[0])? (cnt_r==5'd11)    
              :           (cnt_r==5'd09);   
always @ (posedge clk or negedge reset_b) begin
     if(!reset_b)
        flag_r <=0;
    else
        flag_r <= flag_r_n  ;
end
always @ (posedge clk or negedge reset_b) begin
    if(!reset_b)
        cnt_r <=0;
    else if(  (state_c[0] & state_n[1]) | flag_r )  
        cnt_r <= 0;
    else if(dut_busy)
        cnt_r <= cnt_r +1;
end
assign read_offset[1] = ((state_c[0] & state_n[1]) | (flag_r));
assign read_offset[0] = ( dut_busy & (!flag_r)  );
assign  dut_sram_read_address_n = (flag_last)? 0 : dut_sram_read_address[5:0] + read_offset;
always @ (posedge clk or negedge reset_b) begin
    if(!reset_b)
        dut_sram_read_address <= 0;
    else
        dut_sram_read_address <= {6'd0, dut_sram_read_address_n};
end
always@(posedge clk or negedge reset_b)begin
    if(!reset_b)
        dim <= 0;
    else if( state_c[0] & state_n[1]  )
        dim <= {sram_dut_read_data[4], sram_dut_read_data[2]};
    else if( flag_w )
        dim <= {row1[4], row1[2]};
end
always@(posedge clk)begin
        row2 <= sram_dut_read_data;                      
        row1 <= row2;                                    
        row0 <= row1;                                    
        dut_sram_write_data <= dut_sram_write_data_n ;   
end
assign flag_w_n = (dim[1])? (cnt_w==5'd13)
              : (dim[0])? (cnt_w==5'd9)
              :           (cnt_w==5'd7);
always @ (posedge clk) begin
    flag_w <= flag_w_n;
end
always @ (posedge clk or negedge reset_b) begin
    if(!reset_b)
        cnt_w <=0;
    else if(  (state_c[0] & state_n[1]) | (state_c[2] & state_n[1] ) )  
        cnt_w <= 0;
    else if( dut_sram_write_enable )
        cnt_w <= cnt_w +1;
end
always @ (posedge clk or negedge reset_b) begin
    if(!reset_b)
        dut_sram_write_enable <= 0;
    else if( flag_w_n | flag_w )
            dut_sram_write_enable <= 0;
    else if( state_c[2])
        dut_sram_write_enable <= 1;
end
wire [5-1:0] dut_sram_write_address_n;
assign dut_sram_write_address_n = dut_sram_write_address[4:0] + 1;
always @ (posedge clk or negedge reset_b) begin
    if(!reset_b)
        dut_sram_write_address <= 0;
    else if(state_c[2] & state_n[0])
        dut_sram_write_address <= 0;
    else if(dut_sram_write_enable)
        dut_sram_write_address <= dut_sram_write_address_n;
end
assign dut_sram_write_data_n =  (dim[1])? { 2'd0, wdata[14-1:0] }
                              : (dim[0])? { 6'd0, wdata[10-1:0] }
                              :           { 8'd0, wdata[8-1:0] };
genvar i;
wire [13:0] ans;
generate
    for(i=0;i<14;i=i+1)begin : pe
        PE inst( .w_i(weight), .A_i({ row2[i+2:i], row1[i+2:i], row0[i+2:i] }), .Z_o(wdata[i]) );  
    end
endgenerate
always @ (posedge clk or negedge reset_b) begin
    if(!reset_b)
        dut_busy <= 0;
    else if(flag_last_n)
        dut_busy <=0;
    else if(state_n[1])
        dut_busy <= 1;
end
endmodule
module PE(
    input [8:0] w_i,
    input [8:0] A_i,
    output Z_o
);
wire [8:0] conv;
assign conv = ~(w_i^A_i);
wire [1:0] sum1;
wire [1:0] sum2;
wire [1:0] sum3;
assign sum1 = conv[0]+conv[1]+conv[2];
assign sum2 = conv[3]+conv[4]+conv[5];
assign sum3 = conv[6]+conv[7]+conv[8];
assign Z_o = (sum1[1]&sum2[1] & (sum3[1]|sum3[0])) | (sum1[1]& (sum2[1]|sum2[0]) &sum3[1]) | ((sum1[1]|sum1[0]) &sum2[1]&sum3[1]) |
        (sum1[1]&sum1[0] & sum2[0] & sum3[0]) | (sum1[0] & sum2[1]&sum2[0] & sum3[0]) | (sum1[0] & sum2[0] & sum3[1]&sum3[0]) |
        (sum1[1]&sum1[0] & sum2[1]) | (sum1[1] & sum2[1]&sum2[0]) |
        (sum1[1]&sum1[0] & sum3[1]) | (sum1[1] & sum3[1]&sum3[0]) |
        (sum2[1]&sum2[0] & sum3[1]) | (sum2[1] & sum3[1]&sum3[0]);
endmodule
[flow/run.sh]
#!/bin/bash
# OpenROAD 26Q1-2900-gdf79404cd8, Yosys 0.63+post, stock flow scripts
make -C /OpenROAD-flow-scripts/flow DESIGN_CONFIG=/design/flow/config.mk WORK_HOME=/design/flow/orfs finish
==> impl_metrics.tcl <==
# metrics dict for downstream scripts
set metrics [dict create \
    outcome "complete, no violations" \
    synth_warnings 1 \
    io_pins 89 \
    cap_violations 0 \
    rsz0062_at_grt "no" \
    viasPerCell 4.28 \
    peakVddDrop_uv 400 \
    ys_area_um2 6080 \
    grt_max_degree 30 \
    clkPwrFrac_pct 23.7 \
    clock-sinks 104 \
    min_period_ns 2.31 \
    gp_congestion 0.809 \
    yosysSeqAreaShare_pct 37.6 \
    relSlewSlack_pct 49.3 \
    use_met1_pct 18.6 \
    routed_wl_um 11800 \
    synthAdderAreaFrac_pct 15.4 \
    critPathRequiredTime_ns 3.48 \
    grt.busiest_layer "met2" \
    antenna_found_initial 0 \
    yosys_most_used_dff "dfxtp_1" \
    yosysUniqueCellTypes 41 \
    met2_usage_pct 19.1 \
    worstPathArrival_ns 2.60 \
    syn_inst 595 \
    hold_slack_ns 0.157 \
    ctsHtreeMaxLevel 3 \
    fp_util_pct 30.9 \
    endpoint_kind "flip-flop" \
    core_um2 19700 \
    tool_warnings 32 \
    postSynthAreaPerCell_um2 10.2 \
    synth-xor-area-share_pct 20.5 \
    p_sw_share_pct 34.2 \
    vias 3913 \
    synth_top_area_share_pct 21.1 \
    intPower_mw 3.05 \
    common_cells "xnor2_1, nor2_1, dfxtp_1" \
    postLayoutCoreUtil_pct 36.0 \
    switching_power_mw 1.59 \
    ys_top_logic_family "XOR/XNOR gates" \
    grt_pass1_wl_um 19500 \
    cts_tree "yes" \
    clk_root_buffer_cell "clkbuf_16" \
    post_drt_wl_per_cell_um 12.8 \
    io_buffers 54 \
    p_per_area_nw_per_um2 656 \
    syn2layout_area_growth_pct 16.3 \
    tightest_slew_ns 0.760 \
    grt-ovfl-total 0 \
    diodes 0 \
    clk_pin_slew_ns 0.07 \
    n_fill_cell 2034 \
    leakagePower_nw 2.67 \
    globalRouteMet3Util_pct 3.34 \
    track_usage_pct 12.5 \
    ctsResizeCount 0 \
    start_kind "input pin" \
    p_seq_share_pct 41.0 \
    fin_area_um2 7070 \
    comb_power_share_pct 35.3 \
    fmax_mhz 432 \
    post-route-drc-count 0 \
    drtIter0Drc 148 \
    finalClockPeriodUsage_pct 72.3 \
    syn-cell-area_um2 6080 \
    finalClockSkew_ns 0.00795 \
    die_x_um 144 \
    setup-tns-final_ns 0 \
    numCtsBuffers 9 \
    slew_viol_final 0 \
    setup_viol 0 \
    synth.area.mux_share_pct 0.824 \
    crit_fanout 5 \
    finalHoldViolCount 0 \
    place_hpwl_um 8840 \
    synth.largest_area_cell "dfxtp_1" \
    yosysMostFrequentCell "xnor2_1" \
    path_class "input pin to flip-flop" \
    compound_area_share_pct 7.93 \
    die_h_um 144 \
    async_flop_share_pct 38.5 \
    grt_pass1_vias 3867 \
    cts_hold_buffers 0 \
    insertion_delay_ns 0.36 \
    ant_nets 0 \
    placed_cell_area_um2 6790 \
    drive_gt1_share_pct 6.15 \
    min_path_type "input pin to async pin" \
    die_area_um2 20800 \
    first_pass_iters 4 \
    numSynthFlops 104 \
    edf_count 0 \
    ys_sh_simple_pct 11.9 \
    placementRows 51 \
    yosys-top-cells-area "dfxtp_1, xnor2_1, dfrtp_1, fa_1, nor2_1" \
    post_cts_buffers 0 \
    yosysCellCount 595 \
    clock_path_buffers 2 \
]
-- layer usage --
metal | routed length, µm | vias to the layer above
li1 | - | 1976
met1 | 5640 | 1847
met2 | 5290 | 78
met3 | 656 | 12
met4 | 166 | 0
met5 | 0 | -
-- state kept, by name, summed over array words and instances (netlist names), 2 cells and up --
register,count
row0,16
row1,16
row2,16
dut_sram_write_data,14
weight,9
dut_sram_read_address,6
cnt_r,5
cnt_w,5
dut_sram_write_address,5
state_c,3
cnt_fill,2
dim,2
-- final cells by class --
class,count,area [µm²],area share (%)
Tap cell,265,332,4.69
Inverter,4,15.0,0.212
Clock inverter,7,60.1,0.849
Sequential cell,104,2280,32.3
Timing Repair Buffer,65,618,8.74
Clock buffer,9,225,3.19
Multi-Input combinational cell,461,3540,50.0
-- power groups by stage --
stage	Sequential, mW	Clock [mW]	Combinational, mW
6_report	1.90	1.10	1.64
5_1_grt	1.96	1.19	1.90
4_1_cts	1.91	1.14	1.66
-- critical path: stages --
cell,delay (ns)
clkdlybuf4s50_1,0.48
nand3b_2,0.12
nor2_2,0.20
or2_1,0.15
inv_1,0.06
fa_1,0.43
or3_1,0.38
a21oi_1,0.15
-- cells by family after synthesis --
| logic type | Yosys count |
|---|---|
| AND/OR/NAND/NOR | 157 |
| other | 2 |
| flip-flops | 104 |
| XOR/XNOR | 142 |
| adder cells (fa/ha/maj) | 49 |
| AND-OR/OR-AND | 81 |
| buffers and inverters | 55 |
| multiplexers | 5 |
-- cells in the final DEF (no fill, tap or decap), drive strengths merged, types with 4 or more instances in the layout --
| master | n |
|---|---|
| a211oi | 6 |
| a21oi | 32 |
| buf | 12 |
| clkbuf | 9 |
| clkdlybuf4s50 | 53 |
| conb | 27 |
| dfrtp | 40 |
| dfxtp | 64 |
| fa | 43 |
| ha | 6 |
| inv | 10 |
| mux2i | 5 |
| nand2 | 51 |
| nand4 | 8 |
| nor2 | 70 |
| nor2b | 4 |
| nor3 | 4 |
| nor4b | 4 |
| o211ai | 5 |
| o21ai | 25 |
| o21bai | 7 |
| xnor2 | 124 |
| xor2 | 18 |
-- per-stage QoR --
stage                     std cells  setup slack [ns]  power, mW
after floorplan                 620              1.04       3.01
after global placement          899             0.513       3.57
after detailed placement        899             0.515       3.59
after CTS                       915             0.891       4.72
after global routing            915             0.677       5.05
final                           915             0.886       4.64
-- path summary, 6_finish.rpt --
check	start	depth (start not counted)	to	slack (ns)
worst max-delay path	dut_run	8	dut_sram_read_address[4]$_DFF_PN0_	0.89
worst min-delay path	reset_b	1	dut_sram_read_address[2]$_DFF_PN0_	0.16
worst max register to register	weight[2]$_DFF_PN0_	6	dut_sram_write_data[9]$_DFF_P_	0.92
worst min register to register	row1[0]$_DFF_P_	0	row0[0]$_DFF_P_	0.36
max in group asynchronous	reset_b	2	weight[6]$_DFF_PN0_	2.37
min in group clk0	row1[0]$_DFF_P_	0	row0[0]$_DFF_P_	0.36
Power is estimated from default activity; no workload was simulated.
